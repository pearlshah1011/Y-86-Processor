==> /design/flow/design.v <==
module writeBack(clk,W_icode, W_stat,W_valE, W_valM, W_dstE, W_dstM, stat, rax, rcx, rdx, rbx, rsp, rbp, rsi, rdi, r8, r9, r10, r11, r12, r13, r14); 
input clk;
input [2:0] W_stat;
input [3:0] W_icode;
input [63:0] W_valE,W_valM;
input [3:0] W_dstE, W_dstM;
output reg [2:0] stat;
output reg [63:0] rax;
output reg [63:0] rcx;
output reg [63:0] rdx;
output reg [63:0] rbx;
output reg [63:0] rsp;
output reg [63:0] rbp;
output reg [63:0] rsi;
output reg [63:0] rdi;
output reg [63:0] r8;
output reg [63:0] r9;
output reg [63:0] r10;
output reg [63:0] r11;
output reg [63:0] r12;
output reg [63:0] r13;
output reg [63:0] r14;
reg [63:0] register_file[0:14];
initial
begin
register_file[0] <= 64'h1;
register_file[1] <= 64'h8;
register_file[2] <= 64'h6;
register_file[3] <= 64'h5;
register_file[4] <= 64'h100;
register_file[5] <= 64'h6;
register_file[6] <= 64'h7;
register_file[7] <= 64'h5;
register_file[8] <= 64'h9;
register_file[9] <= 64'ha;
register_file[10] <= 64'hb;
register_file[11] <= 64'h1;
register_file[12] <= 64'h2;
register_file[13] <= 64'h3;
register_file[14] <= 64'h4;
end
always@(posedge clk)begin 
    if(W_dstE != 4'hF)
    register_file[W_dstE] <= W_valE;
    if(W_dstM!= 4'hF)
    register_file[W_dstM] <= W_valM;
end
always @(*) begin
    stat <= W_stat;
    rax = register_file[0];
    rcx = register_file[1];
    rdx = register_file[2];
    rbx = register_file[3];
    rsp = register_file[4];
    rbp = register_file[5];
    rsi = register_file[6];
    rdi = register_file[7];
    r8 = register_file[8];
    r9 = register_file[9];
    r10 = register_file[10];
    r11 = register_file[11];
    r12 = register_file[12];
    r13 = register_file[13];
    r14 = register_file[14];
end
endmodule
==> /design/flow/run.sh <==
#!/bin/bash
# OpenROAD 26Q1-2900-gdf79404cd8, Yosys 0.63+post, stock flow scripts
make -C /OpenROAD-flow-scripts/flow DESIGN_CONFIG=/design/flow/config.mk WORK_HOME=/design/flow/orfs finish
==> /design/flow/config.mk <==
export PLATFORM = sky130hd
export DESIGN_NAME = writeBack
export DESIGN_NICKNAME = writeBack
export VERILOG_FILES = /design/flow/design.v
export SDC_FILE = /design/flow/constraint.sdc
export NUM_CORES = 4
export LEC_CHECK = 1
export CORE_AREA = 10 10 642 642
export DIE_AREA = 0 0 652 652
==> /design/flow/constraint.sdc <==
current_design writeBack

set clk_period 24.1
set clk_io_pct 0.2

create_clock -name clk0 -period $clk_period [get_ports {clk}]

set non_clock_inputs [all_inputs -no_clocks]
set_input_delay [expr $clk_period * $clk_io_pct] -clock clk0 $non_clock_inputs
set_output_delay [expr $clk_period * $clk_io_pct] -clock clk0 [all_outputs]
==> out/qor.txt <==
TNS Setup = 0 ns
share of layout cells above drive strength 1 = 0.2390
Syn-to-layout area delta = 50.50%
most common cell in the synthesized netlist = edfxtp_1
Leak = 19.59 nW
ys flop type = edfxtp_1
total CTS buffers = 115
Post-CTS Resized = 0
Synth Warn # = 1
max-slew violation count = 0
core area = 0.3986 mm^2
post-detailed-route via-to-cell ratio = 3.021
Final Hold Fails = 0
CTS root buf = clkbuf_16
flops & latches, synth = 960
min-delay src = W_valE[3]
CTS H-tree lvls = 3
global-route usage over all layers = 0.1006
max reg flops = 960
routability cong. = 0.8407
number of enable flip-flop cells = 960
remaining antenna violation count = 0
Final setup viols = 0
hold crit path type = input port to flip-flop
vias in the first global route = 28360
gr ovfl total = 0
first-pass GRT wire length = 280800 um
Yosys cell types = 17
Area after DPL = 0.05895 mm^2
CP Data Required Time = 19.28 ns
Setup crit end kind = output pin
CP max FO = 1
unrepaired setup endpoints after global routing = false
initial antenna violation count = 45
Routed wire per std cell = 25.12 um
Remaining DRCs = 0
Mean Syn Cell Area = 18.91 um^2
TritonCTS clock tree = done
Buffers on Ports = 1096
most flop-heavy register = register_file
Max Root-Sink Buffers = 4
# Cells Yosys = 2198
Initial Util = 0.1043
Inst Count DP = 8480
tool warnings = 29
sequential area share after synthesis = 0.6936
hpwl dp = 160600 um
Max-slew headroom = 0.3191
via count = 26270
FP Rows = 232
die height = 652 um
WHS Endpoint = register_file[7][3]
Syn Inst Count = 2198
WS Path Type = input port to output pin
maximum vdd drop = 0.00006570 V
Design Area, Final = 0.06255 mm^2
min cycle time layout = 9.640 ns
worst hold path cell count = 2
hold buffers post-CTS = 0
clock-pin slew on the worst setup and hold paths = 0.05 ns
clk sinks = 960
Commonest cells post-synth = 960 x edfxtp_1, 492 x mux2_1, 468 x mux2_2, 128 x clkbuf_1, 69 x buf_6
P per Cell Area = 66.94 mW/mm^2
Top-area cell share = 0.6936
Synth Cell Area = 0.04156 mm^2
DRT iter0 DRCs = 1623
Async SR Flop Fraction = 0
Final period util = 0.4000
tally of filler cells in the layout = 43370
post-synth top area cell = edfxtp_1
chip area = 0.4251 mm^2
Die Span X = 652 um
Worst-Margin Slew = 1.019 ns
synth top area cells = edfxtp_1 69%, mux2_1 13%, mux2_2 13%, buf_6 1.9%, clkbuf_1 1.2%
critical path arrival = 4.82 ns
largest net degree at the start of global routing = 28
io pins = 1107
crit path launch type = input port
status = finished, final reports clean
Largest regs = register_file x960
Setup Fix Bufs, Post-CTS = 0
fmax = 103.7 MHz
drt first pass iters = 8
final std cells w/o fill = 8697
maxcap violations = 0
Chip Area, Yosys = 0.04156 mm^2
routed wire length = 218400 um
==> layout make-up <==
type	count	area, um^2	share of cell area
diodes	10	25.02	0.0004001
clock buffers	139	2968	0.04745
clock inverters	68	605.6	0.009682
multi-input cells	998	11380	0.1819
flip-flops and latches	960	28830	0.4609
well taps	5265	6588	0.1053
repair buffers	1257	12160	0.1944
==> worst max-delay path by stage <==
stage / startpoint / end / slack, ns / cells after the start
6_report: W_stat[0] / stat[0] / 14.46 / 0
5_1_grt: W_stat[0] / stat[0] / 14.46 / 0
4_1_cts: W_stat[0] / stat[0] / 14.46 / 0
==> layer usage <==
metal / vias to the layer above / global-route usage / part of all wire
met5: - / 0.002993 / 0.00040
met4: 6 / 0.03701 / 0.046
met3: 357 / 0.04663 / 0.11
met2: 1697 / 0.1733 / 0.50
met1: 13360 / 0.1075 / 0.34
li1: 10850 / - / -
==> cell usage in the layout, fill, tap and decap left out, drive strengths merged <==
master            n
or2               2
nand2             2
nor4b             4
mux2            960
o21ai             4
diode            10
nand4b            4
clkbuf          139
clkdlybuf4s50  1092
buf             165
clkinv           47
clkinvlp          3
nor4              1
edfxtp          960
and4bb            6
nand2b            4
bufinv            7
o21bai           11
inv              11
==> where the power goes <==
| group | total, mW | internal (mW) | switching (mW) |
|---|---|---|---|
| clock | 1.69 | 0.954 | 0.741 |
| combinational | 0.504 | 0.254 | 0.250 |
| sequential | 1.99 | 1.96 | 0.0315 |
| total | 4.19 | 3.16 | 1.02 |
==> kinds of logic after synthesis <==
logic type,after synthesis,synth area share
compound gates,15,0.002469
buf+inv,240,0.03832
simple gates,23,0.005479
flops,960,0.6936
mux,960,0.2601
==> per-stage QoR <==
stage	worst slack [ns]	hold WS, ns	power, mW	util
floorplan	14.00	5.021	2.149	-
global placement	14.46	5.499	2.540	0.1479
detailed placement	14.46	5.497	2.541	0.1479
CTS	14.46	4.609	4.261	0.1569
global route	14.46	4.622	4.342	0.1569
finish	14.46	4.600	4.187	0.1569
Power and IR drop assume default switching activity.
